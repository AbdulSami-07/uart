### design.v
module Uart (data,Tx, Rx, clk, rst);
input clk, rst;
input Rx;
output Tx;
output [7:0] data;
wire [7:0] data_received;
wire tx_init;
UartReceiver #(868) ur0 (.data(data_received), .done(tx_init), .clk(clk), .Rx(Rx), .rst(rst));
UartTransmitter #(868) ut0 (.Tx(Tx), .data(data_received), .tx_init(tx_init), .clk(clk), .rst(rst));
assign data = data_received;
endmodule
module UartReceiver
#(parameter CLOCK_PER_BIT = 868)
(data, done, clk, Rx, rst);
input clk, Rx, rst;
output [7:0] data;
output done;
reg [7:0] data;
reg done;
parameter IDLE = 3'd0;
parameter RX_START_BIT = 3'd1;
parameter RX_DATA_BITS = 3'd2;
parameter RX_STOP_BIT = 3'd3;
parameter RX_RESET = 3'd4;
reg [9:0] clock_count = 10'd0;  
reg [7:0] rx_temp = 8'd0; 
reg [2:0] rx_temp_index = 3'd0;
reg [2:0] RX_SM_STATE = 3'd0;  
always @(negedge clk or posedge rst)
begin
	if ( rst == 1'b1)
		RX_SM_STATE <= RX_RESET;
	else
	begin
		case (RX_SM_STATE)
			IDLE:
			begin
				clock_count <= 10'd0;
				rx_temp_index <= 3'd0;
				done <= 1'b0;
				if (Rx == 1'b0)
					RX_SM_STATE <= RX_START_BIT;
				else
					RX_SM_STATE <= IDLE;
			end
			RX_START_BIT:
			begin
				if ( clock_count == (CLOCK_PER_BIT - 1)/2)
					begin
						if ( Rx == 1'b0)
							begin
								clock_count <= 10'd0;  
								RX_SM_STATE <= RX_DATA_BITS;
							end
						else
							begin
								clock_count <= 10'd0;
								RX_SM_STATE <= IDLE;
							end
					end
				else
					clock_count <= clock_count + 1;
			end
			RX_DATA_BITS:
			begin
				if (clock_count < (CLOCK_PER_BIT - 1))
				begin
					clock_count <= clock_count + 1;
					RX_SM_STATE <= RX_DATA_BITS;
				end
				else
				begin
					clock_count <= 10'd0;
					rx_temp[rx_temp_index] <= Rx;
					if ( rx_temp_index < 7) 
					begin
						rx_temp_index <= rx_temp_index + 1;
						RX_SM_STATE <= RX_DATA_BITS;
					end
					else
					begin
						rx_temp_index <= 3'd0;
						RX_SM_STATE <= RX_STOP_BIT;
					end
				end
			end
			RX_STOP_BIT:
			begin
				if (clock_count < (CLOCK_PER_BIT - 1))
				begin
				clock_count <= clock_count + 1;
				RX_SM_STATE <= RX_STOP_BIT;
				end
				else 
				begin
					if (Rx)
					begin
						done <= 1'b1;
						data <= rx_temp;
						clock_count <= 10'd0;
						RX_SM_STATE <= RX_RESET;
					end
				end
			end
			RX_RESET:
			begin
				rx_temp <= 8'd0;
				rx_temp_index <= 3'd0;
				clock_count <= 10'd0;
				RX_SM_STATE <= IDLE;
			end
			default:
				RX_SM_STATE <= IDLE;
		endcase
	end
end
endmodule
module UartTransmitter 
#(parameter CLOCK_PER_BIT = 868)
(Tx, data, tx_init, clk, rst);
input clk, tx_init, rst;
input [7:0] data;
output Tx;
reg Tx;
parameter IDLE = 3'd0;
parameter TX_START_BIT = 3'd1;
parameter TX_DATA_BITS = 3'd2;
parameter TX_STOP_BIT = 3'd3;
parameter TX_RESET = 3'd4;
reg [9:0] clock_count = 9'd0;  
reg [2:0] tx_temp_index = 3'd0;
reg [2:0] TX_SM_STATE = 3'd0;  
reg [7:0] tx_temp = 8'd0;
always @(negedge clk or posedge rst)
begin
	if (rst == 1'b1)
		TX_SM_STATE <= TX_RESET;
	else
	begin
		case (TX_SM_STATE)
			IDLE:
			begin
				tx_temp <= data;
				clock_count <= 10'd0;
				tx_temp_index <= 3'd0;
				if (tx_init) 
				begin
					TX_SM_STATE <= TX_START_BIT;
				end
				else
					TX_SM_STATE <= IDLE;
			end
			TX_START_BIT:
			begin
				Tx <= 1'b0; 
				if ( clock_count < (CLOCK_PER_BIT-1) )
				begin
					clock_count <= clock_count + 1;
					TX_SM_STATE <= TX_START_BIT;
				end
				else
				begin
					clock_count <= 10'd0;
					TX_SM_STATE <= TX_DATA_BITS;
				end
			end
			TX_DATA_BITS:
			begin
				Tx <= tx_temp[tx_temp_index];
				if ( clock_count < (CLOCK_PER_BIT-1)) 
				begin
					clock_count <= clock_count + 1;
					TX_SM_STATE <= TX_DATA_BITS;
				end
				else
				begin
					clock_count <= 10'd0;
					tx_temp_index <= tx_temp_index + 1; 
					if (tx_temp_index > 7)
					begin
						TX_SM_STATE <= TX_STOP_BIT;
					end
					else
						TX_SM_STATE <= TX_DATA_BITS;
				end
			end
			TX_STOP_BIT:
			begin
				Tx <= 1'b1;
				if (clock_count < (CLOCK_PER_BIT-1))
				begin
					clock_count <= clock_count + 1;
					TX_SM_STATE <= TX_STOP_BIT;
				end
				else
				begin
					clock_count <= 10'd0;
					TX_SM_STATE <= TX_RESET;
				end
			end
			TX_RESET:
			begin
				clock_count <= 10'd0;
				tx_temp <= 8'd0;
				tx_temp_index <= 3'd0;
				TX_SM_STATE <= IDLE;
			end
			default:
				TX_SM_STATE <= IDLE;
		endcase
	end
end
endmodule
### run.sh
#!/bin/bash
# OpenROAD 26Q1-2900-gdf79404cd8, Yosys 0.63+post, stock flow scripts
make -C /OpenROAD-flow-scripts/flow DESIGN_CONFIG=/design/flow/config.mk WORK_HOME=/design/flow/orfs finish
### config.mk
export PLATFORM = sky130hd
export DESIGN_NAME = Uart
export DESIGN_NICKNAME = Uart
export VERILOG_FILES = /design/flow/design.v
export SDC_FILE = /design/flow/constraint.sdc
export NUM_CORES = 4
export LEC_CHECK = 1
export CORE_UTILIZATION = 40
### constraint.sdc
current_design Uart

set clk_period 3.8
set clk_io_pct 0.2

create_clock -name clk0 -period $clk_period [get_ports {clk}]

set non_clock_inputs [all_inputs -no_clocks]
set_input_delay [expr $clk_period * $clk_io_pct] -clock clk0 $non_clock_inputs
set_output_delay [expr $clk_period * $clk_io_pct] -clock clk0 [all_outputs]
==> flow_metrics.tcl <==
# place-and-route summary
set metrics [dict create \
    criticalPathCategory "in -> reg" \
    cap_violations 0 \
    edf_count 52 \
    globalplace.congestion 0.7694 \
    route.detailed.drc 0 \
    hold_path_class "reg -> reg" \
    yosysTopAreaCellShare_pct 51.91 \
    ys_chip_area_um2 3008 \
    row_count 31 \
    synth_flop_count 58 \
    drive_gt1_share_pct 13.37 \
    cp_slowest_cell "clkdlybuf4s50_1" \
    first_pass_iters 4 \
    worstPathMaxFanout 10 \
    cp.arrival_ns 1.87 \
    worstPathRequired_ns 1.96 \
    startpoint_type "input port" \
    yosys_cells 263 \
    rsz0062_at_grt "no" \
    initCoreUtil_pct 41.47 \
    numCtsBuffers 9 \
    warning_count 84 \
    synth_seq_share_pct 56.99 \
    relSlewSlack_pct 65.75 \
    dp_hpwl_um 3532 \
    pre_cts_ws_ns -0.2929 \
    worst_pin_slew_ns 0.5081 \
    p_per_area_nw_per_um2 633.8 \
    grt_pass1_vias 2137 \
    hold_ws_ns 0.4596 \
    io_buffers 11 \
    syn_inst 263 \
    synth_cell_types 49 \
    die_height_um 88.72 \
    finalSetupViolations 0 \
    track_usage_pct 15.53 \
    clk_pin_slew_ns 0.03 \
    detail-route-antenna-nets 0 \
    critical_path_buf_inv_count 1 \
    synthArstFlopShare_pct 10.34 \
    ys_dominant_reg_cell "edfxtp_1" \
    clk_path_buf_depth 2 \
    finalClockSkew_ns 0.06640 \
    seqCellArea_um2 1714 \
    p_leak_nw 1.593 \
    clock-root-buffer "clkbuf_8" \
    synth_warnings 2 \
    via_per_inst 4.765 \
    diodes 0 \
    final_core_util_pct 50.94 \
    antenna_found_initial 0 \
    ios 12 \
    htreeDepth 3 \
    outcome "completed" \
    cts_tree "built" \
    slew_violations 0 \
    cts.sink_count 58 \
    clock_latency_ns 0.40 \
    fillers 670 \
    avgSynthCellArea_um2 11.44 \
    logic_area_um2 1211 \
    area_growth_pct 22.84 \
    vias 2111 \
    wire_per_inst_um 11.77 \
    ir_drop_v 0.0003765 \
    slowest_delay_ns 0.53 \
    crit_chain "clkdlybuf4s50_1 > nor3_1 > or2_2" \
    grt_max_degree 13 \
    die_x_um 88.72 \
    chip_area_um2 7870 \
    grt.overflow.total 0 \
    synthTopCellsByArea "edfxtp_1 (52%), nor2_1 (4.9%), ha_1 (3.7%)" \
    grt_pass1_wl_um 9052 \
    cp-end-kind "register" \
    synth_area_um2 3008 \
    top_area_cell "edfxtp_1" \
    coreArea_um2 7253 \
    hold_viol 0 \
    wirelength_um 5216 \
    path_delay_family "simple AND/OR/NAND/NOR gates" \
    setup_ws_ns 0.09396 \
    drtIter0Drc 61 \
    tns_ns 0 \
]
## layer usage
layer	share of wire [%]	track usage [%]
met1	51	23.82
met2	42	20.21
met3	4.4	7.190
met4	1.7	5.865
met5	0	0
## power breakdown
| part | internal, W | total (W) | switching (W) |
|---|---|---|---|
| logic | 0.000230 | 0.000522 | 0.000292 |
| registers | 0.000914 | 0.00108 | 0.000162 |
| clock network | 0.000325 | 0.000744 | 0.000420 |
| total | 0.00147 | 0.00234 | 0.000873 |
## sequential cells by signal, summed over array words and instances (netlist names)
register,count
ur0.rx_temp,8
ut0.tx_temp,8
ur0.rx_temp_index,3
ur0.clock_count,10
ut0.clock_count,10
ur0.done,1
ut0.TX_SM_STATE,3
ur0.data,8
ut0.Tx,1
ut0.tx_temp_index,3
ur0.RX_SM_STATE,3
## cells in the mapped netlist, types with 2 or more instances
| cell | count |
|---|---|
| a211oi_1 | 4 |
| a21oi_1 | 6 |
| a22oi_1 | 2 |
| and2_0 | 2 |
| and2_1 | 3 |
| and3_1 | 2 |
| buf_2 | 6 |
| clkbuf_1 | 4 |
| dfrtn_1 | 4 |
| dfstp_2 | 2 |
| edfxtp_1 | 52 |
| ha_1 | 9 |
| inv_1 | 16 |
| mux2i_1 | 4 |
| mux4_2 | 2 |
| nand2_1 | 11 |
| nand2b_1 | 3 |
| nand3_1 | 11 |
| nand4_1 | 7 |
| nor2_1 | 39 |
| nor2b_1 | 12 |
| nor3_1 | 12 |
| nor3b_1 | 2 |
| nor4b_1 | 3 |
| o21ai_0 | 3 |
| or2_1 | 2 |
| or2_2 | 2 |
| or3_1 | 2 |
| xnor2_1 | 11 |
| xor2_1 | 6 |
## final timing paths
| kind | start | endpoint | slack (ns) | cells after the start |
|---|---|---|---|---|
| worst min register to register | ur0.rx_temp[3] | ur0.data[3] | 0.46 | 0 |
| worst max-delay path | rst | ut0.clock_count[4] | 0.09 | 3 |
| worst max register to register | ur0.rx_temp_index[0] | ur0.rx_temp[2] | 1.58 | 6 |
| worst min-delay path | ur0.rx_temp[3] | ur0.data[3] | 0.46 | 0 |
| max in group asynchronous | rst | ut0.TX_SM_STATE[2] | 0.83 | 3 |
| min in group asynchronous | rst | ur0.RX_SM_STATE[1] | 2.70 | 3 |
## layout by cell type (no fill, tap or decap), types with 6 or more instances in the layout
| cell type | n |
|---|---|
| inv_1 | 69 |
| edfxtp_1 | 52 |
| nor2_1 | 39 |
| nor2b_1 | 12 |
| xnor2_1 | 11 |
| nand2_1 | 11 |
| nand3_1 | 11 |
| buf_4 | 11 |
| nor3_1 | 9 |
| ha_1 | 9 |
| clkbuf_8 | 9 |
| dlygate4sd2_1 | 9 |
| nand4_1 | 7 |
| xor2_1 | 6 |
| a21oi_1 | 6 |
## timing repair
item                       4_1_cts  5_1_grt
setup endpoints to repair        9        0
buffers inserted                 1        0
hold buffers                     0        0
resized                          9        0
## stage by stage
step | area [um2] | cells | power [W]
global route | 3695 | 443 | 0.002558
finish | 3695 | 443 | 0.002342
global placement | 3314 | 373 | 0.001685
CTS | 3695 | 443 | 0.002380
detailed placement | 3314 | 373 | 0.001687
floorplan | 3042 | 263 | 0.001549
## final cells by class
| type | count | share of cell area (%) |
|---|---|---|
| sequential | 58 | 46.39 |
| multi-input combinational | 178 | 32.78 |
| clock inverter | 61 | 7.145 |
| timing repair buffer | 23 | 5.452 |
| clock buffer | 9 | 3.353 |
| tap | 99 | 3.353 |
| inverter | 15 | 1.524 |
## cells by family after synthesis
logic type	count (synthesis)	synth area share, %
fa+ha+maj	9	3.744
mux	6	2.829
compound gates	25	6.490
xor+xnor	17	4.950
buf+inv	27	3.868
simple gates	121	21.13
flops	58	56.99
Power is estimated from default activity; no workload was simulated.
